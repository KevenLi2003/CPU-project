<file path="design/flow/run.sh">
#!/bin/bash
# OpenROAD 26Q1-2900-gdf79404cd8, Yosys 0.63+post, stock flow scripts
make -C /OpenROAD-flow-scripts/flow DESIGN_CONFIG=/design/flow/config.mk WORK_HOME=/design/flow/orfs finish
</file>
<file path="design/flow/config.mk">
export PLATFORM = sky130hd
export DESIGN_NAME = adder
export DESIGN_NICKNAME = adder
export VERILOG_FILES = /design/flow/design.v
export SDC_FILE = /design/flow/constraint.sdc
export NUM_CORES = 4
export LEC_CHECK = 1
export CORE_AREA = 10 10 70 70
export DIE_AREA = 0 0 80 80
</file>
<file path="design/flow/constraint.sdc">
current_design adder

set clk_period 2.2
set clk_io_pct 0.2

create_clock -name clk0 -period $clk_period

set non_clock_inputs [all_inputs -no_clocks]
set_input_delay [expr $clk_period * $clk_io_pct] -clock clk0 $non_clock_inputs
set_output_delay [expr $clk_period * $clk_io_pct] -clock clk0 [all_outputs]
</file>
<file path="design/flow/design.v">
module adder (
    A,
    B,
    Result
);
    input [7:0] A, B;
    output [7:0] Result;
    reg [7:0] Result;
    reg [8:0] LocalCarry;
    integer i;
    always @(A or B)
        begin
            LocalCarry = 9'b0;
            for (i = 0; i < 8; i = i + 1)
            begin
                Result[i] = A[i] ^ B[i] ^ LocalCarry[i];
                LocalCarry[i + 1] = (A[i] & B[i]) | (LocalCarry[i] & (A[i] | B[i]));
            end
        end
endmodule
</file>
==> flow_summary.toml <==
# yosys + openroad results
[run_status]
outcome = "finished, violations left"
violations = "negative setup slack"

[final_timing]
fin_ws_ns = -1.25
tightest_slew_ns = 0.108
max_freq_mhz = 290
relSlewSlack_pct = 92.8
fin_crit_ns = 3.45
finalClockPeriodUsage_pct = 157
drv_slew = 0
hold_ws_ns = 1.51
finalSetupViolCount = 5
hold_viol = 0
rsz0062_at_grt = "yes"
tns_ns = -4.10

[yosys]
synth_warnings = 1
synthCells = 12
ys_types = 4
synth_stat.cells = 12
synthesis.area_sq_um = 170
yosys_area_sq_um = 170
ys_seq_share_pct = 0
syn_area_per_cell_sq_um = 14.2

[power]
p_total_w = 0.000101
p_per_area_mw_per_mm2 = 214
leakagePower_nw = 0.185
peakVddDrop_mv = 0.0709

[setup_path]
worst-path-max-fanout = 1
crit_path_frequent_cell = "fa_2"
crit_start = "A[0]"
worstPathCellList = "buf_6 -> ha_4 -> fa_2 -> fa_2 -> fa_2 -> fa_2 -> fa_2 -> inv_2 -> fa_2 -> inv_1 -> buf_2"
arrival_ns = 3.01
path_class = "in -> out"
startpoint_type = "input pin"
cp.required_ns = 1.76
cp_slowest_cell = "fa_2"
worstSetupEndpointType = "output port"
slowest_delay_ns = 0.41

[floorplan]
die_h_microns = 80
fp_util_pct = 4.98
placeableCoreArea_sq_mm = 0.00342
die_area_sq_mm = 0.00640
ios = 24
fp-row-count = 21
die_w_microns = 80

[routing]
drt_wl_total_microns = 687
dr.first_iter.drc_count = 1
firstDrtPassIters = 2
post_drt_wl_per_cell_microns = 8.38
routed_via_density = 2.23
vias = 183
drcViolationCount = 0
drt.antenna.violating_nets = 0
n_antenna_cell = 0

[hold_path]
hp-start = "B[0]"
holdPathStages = 3
min_path_type = "in -> out"

[global_routing]
busiest_layer = "met1"
track_usage_pct = 1.91
use_met1_pct = 2.77
grt_use_met2_pct = 2.41
grt_overflow = 0
grt_pass1_vias = 197
gr-usage-met3_pct = 1.25
grt_pass1_wl_microns = 952
grt_max_degree = 2
grt_antenna_before_repair = 0

[layout]
layout-drive-gt1-share_pct = 44.4
register_area_sq_um = 0
clock_buffers = 0
utilization_pct = 13.9
design.seq.count = 0
area_growth_pct = 179

[job]
max_cap_viol_count = 0
log.warning_count = 35

[clock_network]
cts_setup_buffers = 0
hold_buffers = 0

[placed_design]
place_ws_ns = -2.05
gp_congestion = 0.813
portBuffers = 24
-- kinds of logic (layout without fill, tap and decap cells) --
group / count (synthesis) / after routing / share of synthesized area, %
XOR/XNOR: 1 / 1 / 13.2
buffers and inverters: 4 / 28 / 8.82
adder cells (fa/ha/maj): 7 / 7 / 77.9
-- power breakdown --
| part | internal, W | total [W] | switching (W) |
|---|---|---|---|
| registers | 0 | 0 | 0 |
| logic | 0.0000714 | 0.000101 | 0.0000300 |
| clock network | 0 | 0 | 0 |
| total | 0.0000714 | 0.000101 | 0.0000300 |
-- what timing repair did --
action,CTS,global route
gates resized,32,3
setup endpoints to repair,7,6
pin swaps,7,7
-- routing by layer --
| metal | share of wire [%] | routed length [microns] | vias to the layer above |
|---|---|---|---|
| li1 | - | - | 82 |
| met1 | 47 | 324 | 80 |
| met2 | 31 | 212 | 21 |
| met3 | 22 | 150 | 0 |
| met4 | 0 | 0 | 0 |
| met5 | 0 | 0 | - |
-- through the flow --
| stage | cells | cell area (sq um) |
|---|---|---|
| floorplan | 12 | 198 |
| global placement | 82 | 495 |
| detailed placement | 82 | 495 |
| CTS | 82 | 472 |
| global route | 82 | 474 |
| finish | 82 | 474 |
-- critical path, delay by kind of cell --
family | cells | cell delay, ns
adders and majority gates | 7 | 2.25
buffers and inverters | 4 | 0.32
-- cell type report --
class,count,area (sq um)
Inverter,4,15.0
Multi-Input combinational cell,8,183
Tap cell,46,57.6
Fill cell,395,2940
Timing Repair Buffer,24,219
-- final timing paths --
kind,to,slack (ns)
worst max-delay path,Result[6],-1.25
worst min-delay path,Result[0],1.51
-- synthesized netlist by cell type --
cell type / number / area, sq um
fa_1: 6 / 120
ha_1: 1 / 12.5
inv_1: 4 / 15.0
xnor3_1: 1 / 22.5
-- cells in the final DEF (no fill, tap or decap) --
cell / count
fa_2: 6
clkdlybuf4s15_1: 2
buf_6: 3
clkdlybuf4s50_1: 14
inv_2: 1
xnor3_1: 1
clkbuf_2: 1
ha_4: 1
inv_1: 3
buf_2: 4
No activity file was given, so power comes from the tool's default toggle rates.
