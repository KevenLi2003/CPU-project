`flow/design.v`:
```
module reg32 #(
    parameter DATA_WIDTH_IN = 32, 
    parameter DATA_WIDTH_OUT = 32,
    parameter INIT = 32'b0
) (
    input clear, clock, enable,
    input [DATA_WIDTH_IN - 1:0] BusMuxOut,
    output wire [DATA_WIDTH_OUT - 1:0] BusMuxIn
);
    reg [DATA_WIDTH_IN - 1:0] q;
    initial q = INIT;
    always @ (posedge clock)
        begin
            if (clear) begin
                q <= {DATA_WIDTH_IN{1'b0}};
            end
            else if (enable) begin
                q <= BusMuxOut;
            end
        end
        assign BusMuxIn = q[DATA_WIDTH_OUT - 1:0];
endmodule
```
`flow/run.sh`:
```
#!/bin/bash
# OpenROAD 26Q1-2900-gdf79404cd8, Yosys 0.63+post, stock flow scripts
make -C /OpenROAD-flow-scripts/flow DESIGN_CONFIG=/design/flow/config.mk WORK_HOME=/design/flow/orfs finish
```
`flow/config.mk`:
```
export PLATFORM = sky130hd
export DESIGN_NAME = reg32
export DESIGN_NICKNAME = reg32
export VERILOG_FILES = /design/flow/design.v
export SDC_FILE = /design/flow/constraint.sdc
export NUM_CORES = 4
export LEC_CHECK = 1
export CORE_AREA = 10 10 91 91
export DIE_AREA = 0 0 101 101
```
`flow/constraint.sdc`:
```
current_design reg32

set clk_period 1.0
set clk_io_pct 0.2

create_clock -name clk0 -period $clk_period [get_ports {clock}]

set non_clock_inputs [all_inputs -no_clocks]
set_input_delay [expr $clk_period * $clk_io_pct] -clock clk0 $non_clock_inputs
set_output_delay [expr $clk_period * $clk_io_pct] -clock clk0 [all_outputs]
```
==> metrics.cfg <==
[cells_and_area]
final_cells=252
drive_above_1_share=0.440
largest_reg_flops=32
reg.largest.list=q: 32 flops
top_register=q
stdcell_area_sq_mm=0.00190
fill_cells=666
area_growth_pct=62.9

[worst_setup_path]
reg2reg_to=q[5]
cp_num_buf_inv=1
timing.rr.start=q[5]
required_ps=800
critPathCaptureType=output port
crit_path_max_fanout=2
critPathArrivalTime_ps=710
crit_family=flip-flops
critPathMaxStageDelay_ps=320
regToRegSetupSlack_ps=300
crit_chain=buf_2
slowest_stage=dfxtp_2
reg2regPathDepth=3
worstSetupPathType=reg2out
startpoint_type=flop

[worst_hold_path]
hold_end=q[16]
hp-class=in2reg
min_from=enable
hold_depth=4

[place]
post_dp_cell_area_sq_mm=0.00190
dpl_worst_slack_ps=-105
dp_hpwl_mm=2.36
gp_congestion=0.665
dp.cells=243
port_buffers=66

[pwr]
cellLeakagePower_nw=0.897
pwr_density_cell_mw_per_mm2=1580
max-vdd-ir-drop_v=0.000684

[clock_network]
cts_tree=done
path_clk_slew_ps=70
clockRootBuffer=clkbuf_8
hold_buffers=0
clk_path_buf_depth=2
htreeDepth=2
cts_sinks=32
cts_buffers=5
clock_latency_ps=280

[drt]
drtPass1Iterations=2
routed_wl_mm=3.12
diodes=0
met2_length_mm=1.35
drc=0
avgViaCountPerCell=3.74
drtAntennaViolNets=0
highest_layer=met4
vias=943
met3RoutedLength_um=191
drt_iter0_drc=17
drt-met1-wl_mm=1.53
wl_per_cell_um=12.4

[grt]
grt_pass1_vias=941
grt_overflow=0
grt_usage=0.0585
grt_max_degree=33
antenna_found_initial=0
grt_pass1_wl_mm=4.91

[final_timing]
hold_viol_final=0
finalSetupViolCount=0
rsz0062_at_grt=false
worstMarginPinSlew_ps=144
fin_skew_ps=0
finalCritPeriodShare=0.907
setup_ws_ps=92.9
fmax_mhz=1100
slew_headroom=0.901
timing.hold.ws_ps=429
period_needed_ps=907
slew_violations=0

[synthesis]
ys_ff=32
async_flop_share=0
syn_inst=103
edf_count=0
netlist_top_cells_area=dfxtp_1, mux2i_1, nor2_1, buf_12, buf_6
yosys-stat-area_sq_mm=0.00116
yosysWarnings=1
top_area_cell=dfxtp_1
yosys.stat.seqShare=0.551
synthesis.area_sq_mm=0.00116
syn_area_per_cell_sq_um=11.3
ys_cells=103
yosysUniqueCellTypes=6
top_area_frac=0.551
ff_type=dfxtp_1
netlist_top_cells_count=dfxtp_1, mux2i_1, nor2_1

[floorplanning]
die_x_um=101
die_h_um=101
ioPinCount=67
coreArea_sq_mm=0.00635
die_area_sq_mm=0.0102
initCoreUtil=0.183
rows=29

[run]
warnings=25
max_cap_violations=0

[run_status]
status=finished, final reports clean

==> routing by layer <==
layer / up-vias / GRT usage
li1: 479 / -
met1: 421 / 0.0832
met4: 0 / 0.0129
met3: 2 / 0.0194
met2: 41 / 0.0845
met5: - / 0
==> power by group <==
part	switching, mW	internal, mW	total, mW	leakage (nW)
clock	0.464	0.739	1.20	0.0552
combinational	0.125	0.262	0.386	0.566
sequential	0.0345	1.37	1.40	0.275
total	0.623	2.37	2.99	0.897
==> through the flow <==
stage | util | total power, mW | TNS (ps)
floorplan | - | 1.57 | 0
global placement | 0.299 | 1.88 | -3100
detailed placement | 0.299 | 1.88 | -3100
CTS | 0.317 | 3.10 | 0
global route | 0.299 | 3.17 | 0
finish | 0.299 | 2.99 | 0
==> layout by cell type, fill, tap and decap left out <==
cell type and count:
clkdlybuf4s50_1 33, mux2i_1 32, nor2_1 32, dfxtp_2 32, clkbuf_2 25, buf_2 8, clkbuf_8 5, buf_12 3
buf_4 2, clkbuf_1 1, bufinv_16 1, clkinv_2 1
==> area by class of cell <==
type,instances,area [sq um],share of cell area
tap,77,96.3,0.0508
multi-input combinational,64,440,0.232
sequential,32,681,0.359
clock buffer,6,72.6,0.0383
timing repair buffer,71,571,0.301
clock inverter,2,35.0,0.0185
==> cells by family after synthesis <==
kind of cell           count (synthesis)  share of synthesized area
AND/OR/NAND/NOR                       32                      0.103
buffers and inverters                  7                     0.0710
flip-flops                            32                      0.551
multiplexers                          32                      0.275
==> worst max path at each step <==
stage	startpoint	to	depth (start not counted)
6_report	q[29]	BusMuxIn[29]	1
4_1_cts	q[19]	BusMuxIn[19]	1
5_1_grt	q[4]	BusMuxIn[4]	1
==> repair_timing <==
action	4_1_cts	5_1_grt
resized	104	25
endpoints found under the setup margin	32	25
endpoints found under the hold margin	0	0
pin swaps	0	0
setup buffers	0	1
Power is estimated from default activity; no workload was simulated.
