==> flow/design.v <==
module register #(
    parameter DATA_WIDTH_IN = 8, 
    parameter DATA_WIDTH_OUT = 8,
    parameter INIT = 8'h0
) (
    input clear, clock, enable,
    input [DATA_WIDTH_IN - 1:0] BusMuxOut,
    output wire [DATA_WIDTH_OUT - 1:0] BusMuxIn
);
    reg [DATA_WIDTH_IN - 1:0] q;
    initial q = INIT;
    always @ (posedge clock)
        begin
            if (clear) begin
                q <= {DATA_WIDTH_IN{1'b0}};
            end
            else if (enable) begin
                q <= BusMuxOut;
            end
        end
        assign BusMuxIn = q[DATA_WIDTH_OUT - 1:0];
endmodule
==> flow/run.sh <==
#!/bin/bash
# OpenROAD 26Q1-2900-gdf79404cd8, Yosys 0.63+post, stock flow scripts
make -C /OpenROAD-flow-scripts/flow DESIGN_CONFIG=/design/flow/config.mk WORK_HOME=/design/flow/orfs finish
==> flow/config.mk <==
export PLATFORM = sky130hd
export DESIGN_NAME = register
export DESIGN_NICKNAME = register
export VERILOG_FILES = /design/flow/design.v
export SDC_FILE = /design/flow/constraint.sdc
export NUM_CORES = 4
export LEC_CHECK = 1
export CORE_AREA = 10 10 70 70
export DIE_AREA = 0 0 80 80
==> flow/constraint.sdc <==
current_design register

set clk_period 1.0
set clk_io_pct 0.2

create_clock -name clk0 -period $clk_period [get_ports {clock}]

set non_clock_inputs [all_inputs -no_clocks]
set_input_delay [expr $clk_period * $clk_io_pct] -clock clk0 $non_clock_inputs
set_output_delay [expr $clk_period * $clk_io_pct] -clock clk0 [all_outputs]
==> GITHUB_STEP_SUMMARY <==
### Flow metrics

| Metric | Value |
|---|---|
| Crit path DRT | about 0.8 ns |
| Crit path kind | reg2out |
| Gr usage total | 0.0260 |
| Worst-path clk slew | 0.05 ns |
| Die ar. | approximately 0.0064 mm² |
| Relative slew slack | 0.797 |
| Distinct lib cells used | 5 |
| Critical Path, Cell by Cell | clkdlybuf4s15_1 |
| Initial DRC count | 6 |
| Peak VDD IR | ~0.23 mV |
| CTS tree | yes |
| Vias in the first global route | 295 |
| Hold Vio Cnt, Final | 0 |
| Max reg flops | 8 |
| First-pass GRT wire length | around 1300 µm |
| Flop area | 170 µm² |
| Top flop regs | q x8 |
| DR DRC count | 0 |
| Antenna Diode Count | 0 |
| Clock sink count | 8 |
| Max incr delay on CP | 0.33 ns |
| Post-synth area from yosys stat | approximately 290 µm² |
| H-tree Lvls | 1 |
| Wire per inst | between 9 and 10 µm |
| Pre-Repair DR Iteration Count | 2 |
| Initial antenna violation count | 0 |
| Final setup viols | 0 |
| CP max stage cell | dfxtp_2 |
| Register share after synthesis | 0.561 |
| Top cell excl fill/tap | clkdlybuf4s50_1 |
| Dominant logic cell types in the final layout | clkdlybuf4s50_1, nor2_1, clkdlybuf4s15_1, dfxtp_2, mux2i_1 |
| Synth area leader | dfxtp_1 |
| Flops after synth | 8 |
| Max Cap Viol | 0 |
| Max-slew violations | 0 |
| Critical path depth | 1 |
| Yosys Instances | 26 |
| Gr ovfl total | 0 |
| Reg2Reg Depth | 3 |
| Critical Path Start Type | flip-flop |
| Bufs and invs on worst path | 1 |
| WHS Path Cells | 4 |
| Top-area cell share | 0.561 |
| Tmin final | between 0.9 and 1 ns |
| Tool warnings | 25 |
| Clock buffer depth | 2 |
| Logic area | 114 µm² |
| Unrepaired setup endpoints after global routing | false |
| Cell count after synthesis | 26 |
| DR vias | between 200 and 250 |
| CTS root buf | clkbuf_4 |
| Chip Height | about 80 µm |
| Layout Utilization | 0.168 |
| Share of cells above drive strength 1 | 0.298 |
| Die span in x | ~80 µm |
| Worst setup EP type | primary output |
| Max FO, Critical Path | 2 |
| Area grow syn2layout | 101% |
| Final Power | between 600 and 700 µW |
| Core area | 0.00342 mm² |
| Placer Congestion | 0.664 |
| Port Buffers | 18 |
| Worst Path Arrival | between 0.7 and 0.8 ns |
| Min-delay worst type | in2reg |
| Antenna viol nets, final | 0 |
| Yosys warns | 1 |
| Leakage | between 0.2 and 0.25 nW |
| Cell Area, Synth | approximately 290 µm² |
| Final period util | 0.937 |
| Clk latency of the worst-skew pair | between 0.2 and 0.25 ns |
| I/O pin cnt | 19 |
| Filler cell count | 383 |
| F_max | between 1 and 1.5 GHz |
| Row cnt | 21 |
| Reg with most FFs | q |
| CTS hold repair buffers | 0 |
| Worst clock skew | 0 ns |
| Power Dens Cells | ~1200 mW/mm² |
| Final setup TNS | 0 ns |
| DRT Wirelength | between 800 and 900 µm |
| Vias per cell | 2.67 |
| Status | finished clean |
| Ranking of synthesized cells by area | dfxtp_1, mux2i_1, nor2_1, buf_6, buf_1 |
| Number of buffers created by CTS | 3 |
| Largest net degree at the start of global routing | 9 |
| Worst slew pin tran | between 0.3 and 0.4 ns |
| FP Core Util | 0.0835 |
| Syn_area_per_cell | around 11 µm² |
| Worst path top cell family by delay | flip-flops |
## cells in the mapped netlist
| library cell | instances |
|---|---|
| buf_1 | 1 |
| buf_6 | 1 |
| dfxtp_1 | 8 |
| mux2i_1 | 8 |
| nor2_1 | 8 |
## through the flow
step	std cells	setup WS, ns	hold WS (ns)	cell area, µm²
after floorplan	26	0.342	0.347	285
after global placement	89	-0.205	0.488	528
after detailed placement	89	-0.218	0.495	528
after CTS	92	0.000128	0.489	558
after global routing	93	0.00967	0.436	574
final	93	0.0631	0.416	574
## area by class of cell
cell class | count | share of cell area
tap | 46 | 0.100
timing repair buffer | 20 | 0.366
sequential | 8 | 0.296
multi-input combinational | 16 | 0.198
clock buffer | 3 | 0.0392
## where the power goes
group / internal (mW) / switching [mW] / total, mW / leakage, nW
clock network: 0.136 / 0.0903 / 0.226 / 0.0138
logic: 0.0851 / 0.0338 / 0.119 / 0.159
registers: 0.343 / 0.00979 / 0.352 / 0.0689
## timing repair
action	in CTS	in global routing
setup endpoints to repair	8	7
setup buffers	0	1
hold endpoints to repair	0	0
cloned	0	0
gates resized	22	4
## routing by layer
layer | vias up | track usage | wire (µm)
met4 | 0 | 0.00704 | 5
met3 | 2 | 0.0114 | 35
met1 | 117 | 0.0194 | 255
li1 | 127 | - | -
met2 | 2 | 0.0554 | 567
met5 | - | 0 | 0
## logic make-up after synthesis
| family | Yosys count | synth area share |
|---|---|---|
| muxes | 8 | 0.281 |
| DFF | 8 | 0.561 |
| and+or+nand+nor | 8 | 0.105 |
| buffers and inverters | 2 | 0.0526 |
## final timing paths
check                           slack (ns)              start                end
worst min-delay path                  0.42             enable  q[5]$_SDFFE_PP0P_
worst max register to register        0.25  q[0]$_SDFFE_PP0P_  q[0]$_SDFFE_PP0P_
worst min register to register        0.48  q[5]$_SDFFE_PP0P_  q[5]$_SDFFE_PP0P_
worst max-delay path                  0.06  q[1]$_SDFFE_PP0P_        BusMuxIn[1]
No activity file was given, so power comes from the tool's default toggle rates.
